--- ./config.mk ---
export PLATFORM = sky130hd
export DESIGN_NAME = cache_fsm
export DESIGN_NICKNAME = cache_fsm
export VERILOG_FILES = /design/flow/design.v
export SDC_FILE = /design/flow/constraint.sdc
export NUM_CORES = 4
export LEC_CHECK = 1
export CORE_UTILIZATION = 30
export SYNTH_MEMORY_MAX_BITS = 65536
--- ./constraint.sdc ---
current_design cache_fsm

set clk_period 130.0
set clk_io_pct 0.2

create_clock -name clk0 -period $clk_period [get_ports {clk_i}]

set non_clock_inputs [all_inputs -no_clocks]
set_input_delay [expr $clk_period * $clk_io_pct] -clock clk0 $non_clock_inputs
set_output_delay [expr $clk_period * $clk_io_pct] -clock clk0 [all_outputs]
--- ./design.v ---
module cache_data(
  input wire          clk_i,
  input wire [  3:0]  data_req_index_i,
  input wire          data_req_we_i,
  input wire [255:0]  data_write_i,
  output wire [255:0] data_read_o
);
reg [255:0] data_mem[0:15];
assign data_read_o = data_mem[data_req_index_i];
always @(posedge clk_i) begin
  if (data_req_we_i)
    data_mem[data_req_index_i] <= data_write_i;
end
integer i;
initial begin
  for (i = 0; i < 16; i = i + 1) begin
    data_mem[i] = 0;
  end
end
endmodule
module cache_tag (
  input wire        clk_i,
  input wire        rst_n_i,
  input wire [3:0]  tag_index_i,
  input wire        tag_we_i,
  input wire [56:0] tag_write_i,
  output wire [56:0] tag_read_o
);
localparam TAGMSB = 63, TAGLSB = 9;
reg [56:0] tag_mem[0:15];
assign tag_read_o = tag_mem[tag_index_i];
integer i;
always @(posedge clk_i) begin
  if (~rst_n_i) begin
    for (i = 0; i < 16; i = i + 1) tag_mem[i] = 0;
  end
  else if (tag_we_i)
    tag_mem[tag_index_i] <= tag_write_i;
end
endmodule
module cache_fsm(
  input wire          clk_i,
  input wire          rst_n_i,
  input wire [63:0]   cpu_req_addr_i,
  input wire [63:0]   cpu_req_data_i,
  input wire          cpu_req_rw_i,
  input wire          cpu_req_valid_i,
  input wire [255:0]  mem_data_data_i,
  input wire          mem_data_ready_i,
  output wire         mem_req_rw_o,
  output wire         mem_req_valid_o,
  output wire [255:0] mem_req_data_o,
  output wire [63:0]  mem_req_addr_o,
  output wire [63:0]  cpu_res_data_o,
  output wire         cpu_res_ready_o
);
localparam TAGMSB = 63, TAGLSB = 9;
localparam idle = 0, compare_tag = 1, allocate = 2, write_back = 3;
reg [63:0] c_cycle = 0;
reg [63:0] c_access = 0;
reg [63:0] c_miss = 0;
reg [63:0] c_mem = 0;
always @(posedge clk_i) begin
  if (rstate == idle && vstate == compare_tag) begin
    c_access += 1;
    c_cycle += 1;
  end
  else if (rstate == compare_tag) begin
    if (vstate != idle) c_miss += 1;
    c_cycle += 1;
  end
  else if (rstate == write_back) begin
    c_mem += 1;
    c_cycle += 10;
  end
  else if (rstate == allocate) begin
    c_mem += 1;
    c_cycle += 10;
  end
end
reg [1:0] vstate;
reg [1:0] rstate;
wire                 tag_read_valid;
wire                 tag_read_dirty;
wire [TAGMSB:TAGLSB] tag_read_tag;
reg                 tag_write_valid;
reg                 tag_write_dirty;
reg [TAGMSB:TAGLSB] tag_write_tag;
reg [3:0]           tag_req_index;
reg                 tag_req_we;
wire [255:0]         data_read;
reg [255:0]         data_write;
reg [3:0]           data_req_index;
reg                 data_req_we;
reg [63:0]          v_cpu_res_data;
reg                 v_cpu_res_ready;
reg [63:0]          v_mem_req_addr;
reg [255:0]         v_mem_req_data;
reg                 v_mem_req_rw;
reg                 v_mem_req_valid;
assign mem_req_rw_o     = v_mem_req_rw;
assign mem_req_valid_o  = v_mem_req_valid;
assign mem_req_data_o   = v_mem_req_data;
assign mem_req_addr_o   = v_mem_req_addr;
assign cpu_res_data_o   = v_cpu_res_data;
assign cpu_res_ready_o  = v_cpu_res_ready;
always @(*) begin
  vstate = rstate;
  v_cpu_res_data    = 0;
  v_cpu_res_ready   = 0;
  tag_write_dirty   = 0;
  tag_write_valid   = 0;
  tag_write_tag     = 0;
  tag_req_we    = 0;
  tag_req_index = cpu_req_addr_i[8:5];
  data_req_we     = 0;
  data_req_index  = cpu_req_addr_i[8:5];
  data_write = data_read;
  case (cpu_req_addr_i[4:3])
    2'b00: data_write[63:0]    = cpu_req_data_i;
    2'b01: data_write[127:64]  = cpu_req_data_i;
    2'b10: data_write[191:128] = cpu_req_data_i; 
    2'b11: data_write[255:192] = cpu_req_data_i;
  endcase
  case (cpu_req_addr_i[4:3])
    2'b00: v_cpu_res_data = data_read[63:0];
    2'b01: v_cpu_res_data = data_read[127:64];
    2'b10: v_cpu_res_data = data_read[191:128]; 
    2'b11: v_cpu_res_data = data_read[255:192];
  endcase
  v_mem_req_addr  = cpu_req_addr_i & (~64'h1F);
  v_mem_req_data  = data_read;
  v_mem_req_rw    = 0;
  case (rstate)
    idle: begin
      v_mem_req_valid = 0;
      if (cpu_req_valid_i)
        vstate = compare_tag;
    end
    compare_tag: begin
      if (cpu_req_addr_i[TAGMSB:TAGLSB] == tag_read_tag && tag_read_valid) begin
        v_cpu_res_ready = 1;
        v_mem_req_valid = 0;
        if (cpu_req_rw_i) begin
          tag_req_we    = 1; 
          data_req_we   = 1;
          tag_write_tag   = tag_read_tag;
          tag_write_valid = 1;
          tag_write_dirty = 1;
        end
        vstate = idle;
      end
      else begin
        tag_req_we = 1;
        tag_write_valid = 1;
        tag_write_tag = cpu_req_addr_i[TAGMSB:TAGLSB];
        tag_write_dirty = cpu_req_rw_i;
        v_mem_req_valid = 1;
        if (tag_read_valid == 1'b0 || tag_read_dirty == 1'b0)
          vstate = allocate;
        else begin
          v_mem_req_addr  = { tag_read_tag, cpu_req_addr_i[TAGLSB-1:0] } & (~64'h1F);
          v_mem_req_rw    = 1;
          vstate = write_back;
        end
      end
    end
    allocate: begin
      if (mem_data_ready_i) begin
        vstate = compare_tag;
        data_write = mem_data_data_i;
        data_req_we = 1;
      end
    end
    write_back: begin
      if (mem_data_ready_i) begin
        v_mem_req_valid = 1;
        v_mem_req_rw = 0;
        vstate = allocate;
      end
    end
  endcase
end
always @(posedge clk_i) begin
  if (~rst_n_i) rstate <= idle;
  else rstate <= vstate;
end
cache_tag ctag(
  .clk_i(clk_i),
  .rst_n_i(rst_n_i),
  .tag_index_i(tag_req_index),
  .tag_we_i(tag_req_we),
  .tag_write_i({ tag_write_valid, tag_write_dirty, tag_write_tag }),
  .tag_read_o({ tag_read_valid, tag_read_dirty, tag_read_tag })
);
cache_data cdata(
  .clk_i(clk_i),
  .data_req_index_i(data_req_index),
  .data_req_we_i(data_req_we),
  .data_write_i(data_write),
  .data_read_o(data_read)
);
endmodule
--- ./run.sh ---
#!/bin/bash
# OpenROAD 26Q1-2900-gdf79404cd8, Yosys 0.63+post, stock flow scripts
make -C /OpenROAD-flow-scripts/flow DESIGN_CONFIG=/design/flow/config.mk WORK_HOME=/design/flow/orfs finish
==> results.ini <==
[layout]
area.growth.synth_to_final_pct = 18.8
drive_above_1_share = 0.262
fin_area_um2 = 242000

[power_and_ir_drop]
p_sw_frac = 0.231
p_int_mw = 2.78
power.leakage_nw = 77.1
p_sw_mw = 0.833
seqPwrFrac = 0.507
combinationalPowerShare = 0.085
clock_power_share = 0.408
max-vdd-ir-drop_uv = 13.5
p_per_area_nw_per_um2 = 14.9

[clock_tree]
cts_hold_buf = 0
cts.clk_slew.worst_paths_ns = 0.06
worstSkewPairLatency_ns = 1.11
post_cts_buffers = 0
clockBufferDepth = 4
cts_resized = 0
htree_levels = 6
cts_tree = built
numCtsBuffers = 536
cts_root_buf = clkbuf_16

[yosys]
simple_gate_area_frac = 0.0321
xor_share = 0.00172
top_cell = edfxtp_1
ys_ff = 5013
ys_sh_aoi = 0.0163
ys_types = 81
synth_top_cell_by_area = edfxtp_1
top_area_frac = 0.735
synth.avg_cell_area_um2 = 20.3
synth-adder-area-share = 0
yosysChipArea_um2 = 204000
topCellsByArea = edfxtp_1, mux4_2, mux2i_1
syn-cell-area_um2 = 204000
yosys_warnings = 3
synthCells = 10100
synth-edff-count = 4992
common_cells = edfxtp_1, mux4_2, nor2_1
synthFlopType = edfxtp_1
synthArstFlopShare = 0
mux_area_frac = 0.197
yosys_cells = 10100
synthTopLogicFamily = multiplexers

[outcome]
status = finished, final reports clean

[route]
first_pass_iters = 6
drt-total-wl_mm = 603
vias = 107000
drtAntennaViolNets = 0
wl_per_cell_um = 29.1
drt-initial-drc-count = 7470
vias_per_cell = 5.14
drc_errors = 0

[setup_path]
r2r-start = ctag.tag_mem[10][2]$_DFFE_PP_
reg2reg_to = cdata.data_mem[14][174]$_DFFE_PP_
arrival_ns = 33.31
reg2regPathDepth = 15
worstPathMaxFanout = 71
critPathLaunchType = primary input
worst-r2r-setup-slack_ns = 121.92
critPathKind = primary input to output pin
end_kind = output pin
cp_data_required_time_ns = 104.00

[sta]
fin_crit_sh = 0.456
slew_headroom = 0.179
finalSetupViolCount = 0
hold_violations = 0
untimed_endpoints = 2
finalMaxSlewViolations = 0
tightest_slew_ns = 1.22
max_freq_ghz = 0.0169
skew_ns = 0.116
min_period_ns = 59.31
rsz0062_at_grt = false
fin_setup_tns_ns = 0
unclocked_pins = 1

[floorplan]
row_count = 302
dieArea_um2 = 683000
dieHeight_um = 826
io-pin-count = 776
die_w_um = 826
floorplan.initialDensity = 0.301
coreArea_um2 = 677000

[global_route]
grtUsageTotal = 0.188
antenna_found_initial = 21
grt_pass1_wl_mm = 852
first_global_vias = 116000
grt-ovfl-total = 0
grt_max_degree = 103

[placement]
post_dp_cell_area_um2 = 225000
hpwl_mm = 358
routabilityCongestion = 1.01
io_buffers = 767

[min_path]
hold_depth = 2
hp-class = flop to flop
hp-start = ctag.tag_mem[8][56]$_SDFFE_PP1N_
hold_path_end = ctag.tag_mem[8][56]$_SDFFE_PP1N_

[job]
warning_count = 32
drv_cap = 0

worst max-delay path: stages:
cell             delay (ns)
buf_16                 0.31
buf_4                  0.57
buf_4                  0.52
buf_4                  0.60
buf_4                  0.63
buf_12                 0.51
buf_4                  0.63
buf_12                 0.57
buf_4                  0.57
mux4_2                 0.58
mux4_2                 0.62
mux4_2                 0.50
clkdlybuf4s50_1        0.43
registers in the layout (all words and copies together), names as in the netlist:
name / flops
rstate: 4
ctag.tag_mem: 912
v_mem_req_valid: 1
cdata.data_mem: 4096
per-stage QoR:
stage | power, mW | hold WS (ns) | utilization | std cells | setup slack [ns]
after floorplan | 2.02 | 0.419 | - | 10100 | 74.18
after global placement | 2.17 | 0.439 | 0.333 | 19700 | 70.27
after detailed placement | 2.17 | 0.442 | 0.333 | 19700 | 70.32
after CTS | 3.65 | 0.452 | 0.358 | 20700 | 70.31
after global routing | 3.72 | 0.474 | 0.358 | 20700 | 69.94
final | 3.61 | 0.453 | 0.358 | 20700 | 70.69
worst max path at each step:
stage                      from                  to  cells after the start
finish        cpu_req_addr_i[5]  cpu_res_data_o[48]                     13
global route  cpu_req_addr_i[5]  cpu_res_data_o[48]                     13
CTS           cpu_req_addr_i[5]  cpu_res_data_o[48]                     13
metal layers:
metal  track usage  wire (µm)  vias to the layer above
met3         0.157     113000                     1078
met4        0.0501      20200                       48
met1         0.208     191000                    53800
li1              -          -                    43800
met2         0.274     277000                     7787
met5        0.0227       1990                        -
area by class of cell:
cell class,count,area (µm²)
inverter,36,143
clock buffer,675,14100
antenna,19,47.5
tap,8968,11200
fill,61400,435000
timing repair buffer,1406,12700
sequential,5013,150000
multi-input combinational,4316,50700
clock inverter,284,2880
power groups by stage:
stage	registers (mW)	logic [mW]	clock network, mW
after CTS	1.83	0.307	1.51
after global routing	1.83	0.327	1.56
final	1.83	0.307	1.48
cells by family after synthesis:
kind of cell / Yosys count
flip-flops: 5012
multiplexers: 2093
AND/OR/NAND/NOR: 1643
buffers and inverters: 731
AND-OR/OR-AND: 535
XOR/XNOR: 40
other: 1
latches: 1
cell usage in the layout, fill, tap and decap left out, drive strengths merged, types with 17 or more instances in the layout:
cell type and n:
edfxtp 4992, mux4 1507, nor2 971, clkdlybuf4s50 760
clkbuf 677, buf 644, nand2 518, mux2i 458
o21ai 288, clkinv 222, mux2 128, inv 64
a22oi 55, nor3 40, a21oi 39, o22ai 35
bufinv 28, nand3 27, xnor2 23, o211ai 21
dfxtp 20, diode 19, a31oi 17, xor2 17
Power figures rest on the tool's default switching activity, not on a simulated workload.
