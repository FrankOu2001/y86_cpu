`./run.sh`:
```
#!/bin/bash
# OpenROAD 26Q1-2900-gdf79404cd8, Yosys 0.63+post, stock flow scripts
make -C /OpenROAD-flow-scripts/flow DESIGN_CONFIG=/design/flow/config.mk WORK_HOME=/design/flow/orfs finish
```
`./config.mk`:
```
export PLATFORM = sky130hd
export DESIGN_NAME = predictor
export DESIGN_NICKNAME = predictor
export VERILOG_FILES = /design/flow/design.v
export SDC_FILE = /design/flow/constraint.sdc
export NUM_CORES = 4
export LEC_CHECK = 1
export CORE_UTILIZATION = 40
```
`./constraint.sdc`:
```
current_design predictor

set clk_period 18.5
set clk_io_pct 0.2

create_clock -name clk0 -period $clk_period [get_ports {clk_i}]

set non_clock_inputs [all_inputs -no_clocks]
set_input_delay [expr $clk_period * $clk_io_pct] -clock clk0 $non_clock_inputs
set_output_delay [expr $clk_period * $clk_io_pct] -clock clk0 [all_outputs]
```
`./design.v`:
```
module predictor(
  input  wire        clk_i,
  input  wire        rst_n_i,
  input  wire [63:0] f_PC_i,
  input  wire [3:0]  f_icode_i,
  input  wire [63:0] f_valC_i,
  input  wire [63:0] f_valP_i,
  input  wire [63:0] E_PC_i,
  input  wire [3:0]  E_icode_i,
  input  wire        E_branch_taken_i,
  input  wire        e_Cnd_i,
  output wire [63:0] f_predPC_o,
  output wire        f_branch_taken_o
);
wire predict_taken;
wire predict_valid;
wire train_mispredicted;
wire train_valid;
wire train_taken;
assign predict_valid  = (f_icode_i == 4'H7);
assign train_mispredicted = train_valid & (e_Cnd_i ^ E_branch_taken_i);
assign train_valid    = (E_icode_i == 4'H7);
assign train_taken    = E_branch_taken_i ^ train_mispredicted;
assign f_branch_taken_o = predict_taken;
assign f_predPC_o = ((f_icode_i == 4'H7 && predict_taken) || f_icode_i == 4'H8) ? f_valC_i : f_valP_i;
pred_gshare gshare(
  .clk(clk_i),
  .reset(~rst_n_i),
  .predict_valid(predict_valid),
  .train_valid(train_valid),
  .train_taken(train_taken),
  .train_mispredicted(train_mispredicted),
  .f_PC(f_PC_i),
  .E_PC(E_PC_i),
  .predict_taken(predict_taken)
);
endmodule
module pred_gshare (
  input wire        clk,
  input wire        reset,
  input wire        predict_valid,
  input wire        train_valid,
  input wire        train_taken,
  input wire        train_mispredicted,
  input wire [63:0] E_PC,
  input wire [63:0] f_PC,
  output wire predict_taken
);
localparam INDEX_BITS = 7, PHT_SIZE = (1 << INDEX_BITS);
localparam SNT = 2'b00, WNT = 2'b01, WT = 2'b10, ST = 2'b11;
reg [1:0] PHT[PHT_SIZE-1:0];
reg [INDEX_BITS-1:0] predict_history, train_history;
wire [INDEX_BITS-1:0] train_pc    = E_PC[0+:INDEX_BITS];
wire [INDEX_BITS-1:0] predict_pc  = f_PC[0+:INDEX_BITS];
always @(posedge clk) begin
  if (reset) begin
    predict_history <= {INDEX_BITS{1'b0}};
    train_history   <= {INDEX_BITS{1'b0}};
  end
  else if (train_valid & train_mispredicted)
    predict_history <= { train_history[INDEX_BITS-2:0], train_taken };
  else if (predict_valid)
    predict_history <= { predict_history[INDEX_BITS-2:0], predict_taken };
end
integer i;
always @(posedge clk) begin
  if (reset)
      for (i = 0; i < PHT_SIZE; i = i + 1) PHT[i] = WNT;
  else if (train_valid)
      train_history <= { train_history[INDEX_BITS-2:0], train_taken };
      case (PHT[train_pc ^ train_history])
        SNT: PHT[train_pc ^ train_history] <= (train_valid & train_taken) ? WNT : SNT;
        WNT: PHT[train_pc ^ train_history] <= train_valid ? train_taken ? WT : SNT : WNT;
        WT:	 PHT[train_pc ^ train_history] <= train_valid ? train_taken ? ST : WNT : WT;
        ST:	 PHT[train_pc ^ train_history] <= train_valid ? train_taken ? ST : WT : ST;
      endcase
end
assign predict_taken = PHT[predict_pc ^ predict_history][1];
endmodule
```
==> results.yml <==
# implementation run metrics
route:
  wl_per_cell_um: 30.8
  drcViolationCount: 0
  drt.antenna.violating_nets: 0
  vias: 18400
  drt-initial-drc-count: 2095
  vias_per_cell: 6.64
  firstDrtPassIters: 6
  totalWireLength_um: 85500
cts:
  cts_tree: "built"
  cts_setup_buffers: 0
  cts_max_level: 1
  clk_path_buf_depth: 3
  numClockSinks: 263
  clk_latency_ns: 0.63
  cts-hold-fix-buffers: 0
  cts_root_buffer: "clkbuf_16"
  cts_resized: 0
  cts.clk_slew.worst_paths_ns: 0.06
  cts_buffers: 30
floorplanning:
  core-area_mm2: 0.0398
  row_count: 73
  die_w_um: 203
  die-area_mm2: 0.0412
  die_h_um: 203
  fp-utilization: 0.406
  pin_count: 333
final_timing:
  max_freq_ghz: 0.0813
  fin_skew_ns: 0.0632
  hold_slack_ns: 0.484
  rsz0062_at_grt: "false"
  period_needed_ns: 12.30
  setup_viol: 0
  hold_viol: 0
  finalCritPeriodShare: 0.665
  slew-limit-headroom: 0.304
  final-max-slew-violation-count: 0
  finalSetupTns_ns: 0
  worst_slew_pin_slew_ns: 1.04
  final.setup.worst_slack_ns: 6.20
critical_path:
  timing.rr.end: "gshare.PHT[5][0]"
  r2r_cells: 12
  path_max_fanout: 64
  r2r_start: "gshare.PHT[44][0]"
  crit_path_end_kind: "primary output"
  crit_arrival_ns: 8.60
  cp.required_ns: 14.80
  crit_type: "input port to primary output"
  rrSetupSlack_ns: 12.89
  critPathLaunch: "f_PC_i[0]"
  setup.worst_path.start_class: "input port"
placement:
  placed_cells: 2717
  pre_cts_slack_ns: 6.37
  place.detailed.hpwl_um: 59400
  io_buffer_count: 218
  gp_congestion: 1.09
grt:
  grt_pass1_wl_um: 121000
  grt-ovfl-total: 0
  grtUsageMet1: 0.595
  grt_usage: 0.418
  met3_usage: 0.126
  antenna_found_initial: 2
  grt-busiest-layer: "met1"
  grt_max_degree: 115
  grt_pass1_vias: 16800
  grt_use_met2: 0.592
finish:
  lay_top_count: "dfxtp_1"
  area_delta_synth_final_pct: 23.6
  drive_gt1_frac: 0.117
  lay_top_cells: "dfxtp_1, nand2_1, clkdlybuf4s50_1"
  final_util: 0.502
  nFillCells: 3743
  stdcell_count: 2773
yosys:
  synth_cell_types: 75
  synth-edff-count: 0
  synth_cells: 2097
  ys_seq_share: 0.326
  ys.flop_type: "dfxtp_1"
  ys_area_mm2: 0.0162
  synthArstFlopShare: 0
  synth_flops: 263
  netlist_area_mm2: 0.0162
  synth.avg_cell_area_um2: 7.71
  yosysWarningCount: 16
  synth_stat.cells: 2097
job:
  maxCapViolCount: 0
  warning_count: 142
run_status:
  status: "finished clean"
pwr:
  ir_worst_vdd_uv: 70.1
  p_leak_nw: 6.99
  power_density_mw_per_mm2: 73.1
min_path:
  whs_path_depth: 2
  hp-class: "flip-flop to flip-flop"
  hp-start: "gshare.PHT[1][0]"
  whs_endpoint: "gshare.PHT[1][0]"
-- state kept, by name (all words and copies together), names as in the netlist --
| signal | cells |
|---|---|
| gshare.predict_history | 7 |
| gshare.PHT | 256 |
-- area by class of cell --
cell class / instances / area, µm² / area share
flip-flops and latches: 263 / 5270 / 0.263
diodes: 3 / 7.51 / 0.000376
multi-input cells: 1612 / 10200 / 0.509
well taps: 525 / 657 / 0.0329
inverters: 11 / 43.8 / 0.00219
clock buffers: 43 / 880 / 0.0440
repair buffers: 306 / 2820 / 0.141
clock inverters: 10 / 135 / 0.00676
-- through the flow --
stage | total power, mW | area [µm²]
2_1_floorplan | 0.722 | 16200
3_5_place_dp | 0.848 | 19000
3_3_place_gp | 0.848 | 19000
5_1_grt | 1.50 | 20000
6_report | 1.46 | 20000
4_1_cts | 1.46 | 20000
-- cell usage after synthesis (38+ instances only) --
cell        n  area (µm²)
a31oi_1    52         325
nor3_1     73         365
nand3_1   167         836
buf_2      51         255
a22oi_1    74         556
nand2_1   239         897
a211oi_1   38         285
mux2i_1    84         841
o21ai_0   179         896
clkbuf_1  139         522
nor2_1    144         541
dfxtp_1   263        5270
mux2_2     80         901
a21oi_1    95         475
-- logic make-up after synthesis --
family                 after synthesis  synth area share
AND/OR/NAND/NOR                    794             0.242
AND-OR/OR-AND                      634             0.254
flip-flops                         263             0.326
buffers and inverters              222            0.0592
multiplexers                       166             0.110
XOR/XNOR                            18           0.00975
-- worst max-delay path by stage --
stage,to,cells past startpoint
4_1_cts,f_predPC_o[10],14
5_1_grt,f_predPC_o[44],15
6_report,f_predPC_o[10],15
-- layer usage --
layer | up-vias | share of wire
met5 | - | 0.00014
met4 | 2 | 0.056
met3 | 259 | 0.11
met2 | 1161 | 0.42
met1 | 8830 | 0.41
li1 | 8166 | -
-- worst max-delay path, stage by stage --
cell             delay (ns)
clkdlybuf4s50_1        0.57
xnor2_2                0.13
buf_4                  0.41
nor2_1                 0.23
buf_4                  0.21
a32oi_1                0.41
o32ai_1                0.17
a211oi_1               0.36
and4_1                 0.30
nand4_1                0.11
a21o_1                 0.28
a21oi_4                0.14
buf_4                  0.62
mux2_2                 0.44
clkdlybuf4s50_1        0.42
-- report_power, final --
part / switching (mW) / internal [mW] / total (mW)
logic: 0.175 / 0.0971 / 0.272
clock network: 0.257 / 0.358 / 0.615
registers: 0.00425 / 0.570 / 0.574
Power and IR drop assume default switching activity.
